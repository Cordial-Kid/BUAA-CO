$ cat design/flow/design.v
module roll (
    input  [31:0] a,
    output [31:0] out
);
  reg  [8:0] a0;
  reg  [8:0] a1;
  reg  [8:0] a2;
  reg  [8:0] a3;
  reg  [8:0] a4;
  reg  [8:0] a5;
  reg  [8:0] a6;
  reg  [8:0] a7;
  wire [3:0] t0 = a[3:0];
  wire [3:0] t1 = a[7:4];
  wire [3:0] t2 = a[11:8];
  wire [3:0] t3 = a[15:12];
  wire [3:0] t4 = a[19:16];
  wire [3:0] t5 = a[23:20];
  wire [3:0] t6 = a[27:24];
  wire [3:0] t7 = a[31:28];
  always @(*) begin
    a0 = t0;
    if (a0 + t1 > 4'b1111) begin
      a1 = (a0 + t1) % 4'd16;
    end else begin
      a1 = a0 + t1;
    end
    if (a0 + a1 + t2 > 4'b1111) begin
      a2 = (a0 + a1 + t2) % 4'd16;
    end else begin
      a2 = a0 + a1 + t2;
    end
    if (a0 + a1 + a2 + t3 > 4'b1111) begin
      a3 = (a0 + a1 + a2 + t3) % 4'd16;
    end else begin
      a3 = a0 + a1 + a2 + t3;
    end
    if (a0 + a1 + a2 + a3 + t4 > 4'b1111) begin
      a4 = (a0 + a1 + a2 + a3 + t4) % 4'd16;
    end else begin
      a4 = a0 + a1 + a2 + a3 + t4;
    end
    if (a0 + a1 + a2 + a3 + a4 + t5 > 4'b1111) begin
      a5 = (a0 + a1 + a2 + a3 + a4 + t5) % 4'd16;
    end else begin
      a5 = a0 + a1 + a2 + a3 + a4 + t5;
    end
    if (a0 + a1 + a2 + a3 + a4 + a5 + t6 > 4'b1111) begin
      a6 = (a0 + a1 + a2 + a3 + a4 + a5 + t6) % 4'd16;
    end else begin
      a6 = a0 + a1 + a2 + a3 + a4 + a5 + t6;
    end
    if (a0 + a1 + a2 + a3 + a4 + a5 + a6 + t7 > 4'b1111) begin
      a7 = (a0 + a1 + a2 + a3 + a4 + a5 + a6 + t7) % 4'd16;
    end else begin
      a7 = a0 + a1 + a2 + a3 + a4 + a5 + a6 + t7;
    end
  end
  assign out = {a7[3:0], a6[3:0], a5[3:0], a4[3:0], a3[3:0], a2[3:0], a1[3:0], a0[3:0]};
endmodule
$ cat design/flow/config.mk
export PLATFORM = sky130hd
export DESIGN_NAME = roll
export DESIGN_NICKNAME = roll
export VERILOG_FILES = /design/flow/design.v
export SDC_FILE = /design/flow/constraint.sdc
export NUM_CORES = 4
export LEC_CHECK = 1
export CORE_AREA = 10 10 93 93
export DIE_AREA = 0 0 103 103
$ cat design/flow/run.sh
#!/bin/bash
# OpenROAD 26Q1-2900-gdf79404cd8, Yosys 0.63+post, stock flow scripts
make -C /OpenROAD-flow-scripts/flow DESIGN_CONFIG=/design/flow/config.mk WORK_HOME=/design/flow/orfs finish
$ cat design/flow/constraint.sdc
current_design roll

set clk_period 5.6
set clk_io_pct 0.2

create_clock -name clk0 -period $clk_period

set non_clock_inputs [all_inputs -no_clocks]
set_input_delay [expr $clk_period * $clk_io_pct] -clock clk0 $non_clock_inputs
set_output_delay [expr $clk_period * $clk_io_pct] -clock clk0 [all_outputs]
==> GITHUB_STEP_SUMMARY <==
### Flow metrics

| Metric | Value |
|---|---|
| Outcome | `finished, violations left` |
| Failing checks | `negative setup slack` |
| Worst setup margin | `-4253 ps` |
| Avg Synthesized Cell Area | `9.393 um^2` |
| Vias in the first global route | `1333` |
| Top Family by Delay on Critical Path | `adder cells` |
| RSZ-0062 raised after global routing | `true` |
| Worst Hold Margin | `2870 ps` |
| # diodes | `0` |
| Cells after synthesis | `144` |
| First-pass GRT wire length | `5.968 mm` |
| Detailed-route DRC error count | `0` |
| Sequential cell count | `0` |
| Mapped cell area | `1353 um^2` |
| Largest net degree at the start of global routing | `5` |
| Critical path buffers and inverters | `11` |
| FP Core Util | `20.02%` |
| Initial antenna violation count | `0` |
| RePlAce Congestion | `0.7946` |
| Post-route clock period utilization | `175.9%` |
| CP startpoint kind | `input port` |
| Syn. warnings | `8` |
| Io pins | `64` |
| Die H | `103 um` |
| Share of layout cells above drive strength 1 | `34.29%` |
| Ys cells | `144` |
| Hold Crit Class | `input port to output port` |
| Crit-path slowest cell | `fa_2` |
| Seq share, synth | `0%` |
| First drt pass iteration count | `4` |
| Final setup fails | `13` |
| Max Clk Rate | `0.1015 GHz` |
| Tool warnings | `40` |
| DIE WIDTH | `103 um` |
| Crit path arrival time | `8730 ps` |
| GRT overflow | `0` |
| Reg area | `0 um^2` |
| Vias | `1222` |
| Most used cell, CP | `fa_1` |
| Critical path class | `input port to output port` |
| Hold Fails Final Rpt | `0` |
| Worst slew pin tran | `293.9 ps` |
| CORE AREA | `6756 um^2` |
| Max cap viols | `0` |
| # hold bufs at CTS | `0` |
| WP data required | `4480 ps` |
| Gr usage total | `6.801%` |
| Final WL | `3.498 mm` |
| Slew Viols, Final | `0` |
| DP HPWL | `3.236 mm` |
| Synthesis area per yosys | `1353 um^2` |
| Vias per cell | `3.760` |
| Final ANT Viol Nets | `0` |
| Max Fanout on Critical Path | `2` |
| Slew headroom | `80.27%` |
| DRT iter0 DRCs | `8` |
| Crit-path max cell delay | `540 ps` |
| Synthesis-to-finish area growth | `89.08%` |
| Synth cell types | `15` |
| PortBufs | `64` |
| Die Footprint | `10610 um^2` |
| WL/cell | `10.76 um` |
| Num rows | `30` |
| # clk buffers | `0` |
| Min cycle time layout | `9853 ps` |
| Util after Layout | `37.85%` |
| Worst Setup End Kind | `output port` |
## placed cells by master (no fill, tap or decap)
master / instances
a21o_1: 10
a21oi_1: 6
a21oi_2: 2
a21oi_4: 3
buf_2: 4
buf_4: 39
buf_6: 5
buf_8: 1
clkbuf_2: 1
clkdlybuf4s15_1: 1
clkdlybuf4s50_1: 52
dlygate4sd2_1: 2
fa_1: 10
fa_2: 3
ha_1: 29
ha_4: 5
inv_1: 32
inv_2: 7
nand2_1: 1
nor2_1: 1
nor2b_1: 1
o21ai_0: 1
xnor2_1: 6
xnor2_2: 10
xnor3_1: 5
xor2_1: 4
xor2_2: 4
## synth_stat cells
cell     number  area (um^2)
ha_1         34        425.4
xnor2_2       1        16.27
fa_1         13        260.3
xnor3_1       5        112.6
a21oi_1       8        40.04
inv_1        39        146.4
o21ai_0       1        5.000
nor2_1        1        3.750
buf_4         4        30.03
xnor2_1      15        131.4
a21oi_2       3        26.28
xor2_1        8        70.07
a21o_1       10        75.07
nand2_1       1        3.750
nor2b_1       1        6.260
## path summary, 6_finish.rpt
check	from	endpoint	cells past startpoint
worst max-delay path	a[4]	out[31]	31
worst min-delay path	a[0]	out[0]	3
## routing by layer
metal	part of all wire, %	vias up	GRT usage [%]
met5	0	-	0
li1	-	647	-
met2	50	26	11.99
met3	7.7	0	1.422
met1	42	549	8.893
met4	0	0	0
## timing repair
item	CTS	global route
endpoints found under the setup margin	14	14
buffers inserted	4	2
gates resized	47	18
pin swaps	29	24
## stage by stage
step | TNS [ps] | std cells | setup slack, ps | area (um^2)
2_1_floorplan | -21460 | 144 | -4033 | 1384
3_5_place_dp | -35420 | 321 | -5224 | 2372
5_1_grt | -29270 | 325 | -4618 | 2557
4_1_cts | -29680 | 324 | -4630 | 2432
3_3_place_gp | -35070 | 321 | -5148 | 2372
6_report | -26450 | 325 | -4253 | 2557
## kinds of logic (layout without fill, tap and decap cells)
family | count (synthesis) | after routing | synth area share [%]
fa+ha+maj | 47 | 47 | 50.69
buf+inv | 43 | 144 | 13.04
xor+xnor | 29 | 29 | 24.42
compound gates | 22 | 22 | 10.82
simple gates | 3 | 3 | 1.017
## tightest hold or removal path, delay by kind of cell
kind / cells / cell delay (ps)
buffers and inverters: 3 / 630
## area by class of cell
cell class | count | area, um^2
multi-input combinational | 101 | 1374
inverter | 39 | 146.4
tap | 80 | 100.1
fill | 653 | 4199
timing repair buffer | 105 | 937.1
