===== /design/flow/config.mk =====
export PLATFORM = sky130hd
export DESIGN_NAME = E_reg
export DESIGN_NICKNAME = E_reg
export VERILOG_FILES = /design/flow/design.v
export SDC_FILE = /design/flow/constraint.sdc
export NUM_CORES = 4
export LEC_CHECK = 1
export CORE_UTILIZATION = 30

===== /design/flow/constraint.sdc =====
current_design E_reg

set clk_period 5.5
set clk_io_pct 0.2

create_clock -name clk0 -period $clk_period [get_ports {clk}]

set non_clock_inputs [all_inputs -no_clocks]
set_input_delay [expr $clk_period * $clk_io_pct] -clock clk0 $non_clock_inputs
set_output_delay [expr $clk_period * $clk_io_pct] -clock clk0 [all_outputs]

===== /design/flow/design.v =====
module E_reg (
    input clk,
    input reset,
    input Flush,
    input WE,
    input [31:0] D_PC,
    input [31:0] D_Instr,
    input [31:0] D_EXT,    
    input [31:0] D_Rs_data, 
    input [31:0] D_Rt_data,
    output [31:0] E_PC,
    output [31:0] E_Instr,
    output [31:0] E_EXT,
    output [31:0] E_Rs_data,   
    output [31:0] E_Rt_data
);
reg [31:0] PCReg,instrReg,extReg,rs_data_Reg,rt_data_Reg;
initial begin
    PCReg = 32'b0;
    instrReg = 32'b0;
    extReg = 32'b0;
    rs_data_Reg = 32'b0;
    rt_data_Reg = 32'b0;
end
always @(posedge clk) begin
    if (reset || Flush) begin
        PCReg <= 32'b0;
        instrReg <= 32'b0;
        extReg <= 32'b0;
        rs_data_Reg <= 32'b0;
        rt_data_Reg <= 32'b0;
    end else begin
        if (WE) begin
            PCReg <= D_PC;
            instrReg <= D_Instr;
            extReg <= D_EXT;
            rs_data_Reg <= D_Rs_data;
            rt_data_Reg <= D_Rt_data;
        end
    end
end
    assign E_PC = PCReg;
    assign E_Instr = instrReg;
    assign E_EXT = extReg;
    assign E_Rs_data = rs_data_Reg;
    assign E_Rt_data = rt_data_Reg;
endmodule

===== /design/flow/run.sh =====
#!/bin/bash
# OpenROAD 26Q1-2900-gdf79404cd8, Yosys 0.63+post, stock flow scripts
make -C /OpenROAD-flow-scripts/flow DESIGN_CONFIG=/design/flow/config.mk WORK_HOME=/design/flow/orfs finish

==> summary.rpt <==
FLOW METRICS REPORT
----------------------------------------------------
[Final timing]
  Hold Violations, Final ........................ 0
  RSZ-0062 raised after global routing ........................ false
  Upper clock frequency limit ........................ slightly below 400 MHz
  Worst hold slack ........................ just under 500 ps
  Slew at the pin closest to its max-slew limit ........................ 800.4 ps
  Minimum period implied by the final worst setup slack ........................ 2544 ps
  Total negative setup slack ........................ 0 ps
  Number of setup violations in the final report ........................ 0
  Final critical-path share of the clock period ........................ 0.4625
  Worst slew margin ........................ 0.4664
  Layout Skew ........................ 0 ps
  Number of max-slew violations in the final report ........................ 0

[Clock tree]
  Count of cells resized by post-cts repair ........................ 0
  Clock transition at the register clock pins on the worst setup and hold paths after CTS ........................ 60 ps
  Later-pin clock latency in the skew report ........................ roughly 410 ps
  TritonCTS clock tree ........................ built
  Post-CTS setup buffers ........................ 0
  Max Buffers Root-to-Sink ........................ 2
  Clock buffers created by TritonCTS ........................ 17
  Clock Root Buffer ........................ sky130_fd_sc_hd__clkbuf_16
  H-tree levels ........................ 4
  Count of hold buffers inserted by post-cts repair ........................ 0
  Clock sink count ........................ ~160

[Yosys]
  Unique cell types ........................ 8
  Cell area after technology mapping ........................ roughly 5700 um^2
  Mean instance size in the synthesized netlist ........................ between 10 and 15 um^2
  Chip area estimate from yosys synthesis ........................ 5690 um^2
  Sequential share of the synthesized area ........................ 0.5629
  Cell count listed in synth_stat.txt ........................ roughly 520
  Registers, synthesis ........................ 160
  Synth Warn # ........................ 1
  Number of cells produced by synthesis ........................ ~520

[Floorplan]
  Ports placed on the boundary ........................ between 300 and 400
  Area of the core ........................ 18640 um^2
  Effective utilization at floorplan ........................ 0.3052
  Floorplan die width ........................ roughly 140 um
  Die footprint ........................ ~20000 um^2
  Row cnt ........................ 50
  Vertical die dimension ........................ roughly 140 um

[Critical path]
  Worst setup SP type ........................ primary input
  Source of the worst register-to-register timing path ........................ rt_data_Reg[18]
  Worst flop-to-flop path endpoint ........................ rt_data_Reg[18]
  Data required time of the critical path ........................ around 5800 ps
  Cells on worst reg2reg path ........................ 2
  Classification of the worst setup path ........................ primary input to flop
  Worst setup EP type ........................ flop
  Highest fanout seen on the critical path ........................ a little over 70
  Data arrival time of the critical path ........................ ~2800 ps
  Register-to-register setup slack ........................ around 4900 ps

[Final layout]
  P&R area growth vs syn ........................ 67.85%
  Ratio of cells with drive above 1 in the final layout ........................ 0.04637
  FF/Latch Area ........................ 3203 um^2
  Top cell excl fill/tap ........................ sky130_fd_sc_hd__clkdlybuf4s50_1
  Most common logic cells in the final layout ........................ sky130_fd_sc_hd__clkdlybuf4s50_1 (322), sky130_fd_sc_hd__dfxtp_1 (160), sky130_fd_sc_hd__mux2i_1 (160), sky130_fd_sc_hd__nor2_1 (160), sky130_fd_sc_hd__clkbuf_16 (17)
  Filler cell count in the final layout ........................ 1606
  Multi-input logic area ........................ between 2000 and 2500 um^2

[Global routing]
  Total routing usage reported by global routing ........................ 0.1600
  Via count of the first global-routing pass ........................ between 4000 and 5000
  GRT met2 Usage ........................ 0.2518
  Initial antenna violation count ........................ 0
  Maximum number of pins on one net before global-route repair ........................ 72
  Sum of overflow across all layers after global routing ........................ 0
  GR met3 Demand/Resource ........................ 0.06837
  First-pass GRT wire length ........................ 24090 um
  Top Usage Layer GRT ........................ met2
  Met1 layer usage reported by global route ........................ 0.2110

[Status]
  Outcome ........................ complete, no violations

[Hold path]
  Hold Path Depth ........................ 2
  HP Class ........................ flop to flop
  Min-Delay Startpoint ........................ extReg[2]
  Hold Crit Endpoint ........................ extReg[2]

[Detailed routing]
  Remaining design rule violation count ........................ 0
  Via count ........................ 4608
  Antenna viol nets, final ........................ 0
  1st-pass router iterations ........................ 4
  Inserted Diodes ........................ 0
  Initial DRC count ........................ about 130
  Detailed Route WL ........................ 15460 um
  Detailed-route vias per instance ........................ 4.287
  Routed length per instance ........................ roughly 14 um

[Flow run]
  OpenROAD warning count ........................ 25
  Count of max-cap constraint violations ........................ 0

[Place]
  Final HPWL DP ........................ 10890 um
  Global placer's final weighted congestion ........................ a little over 0.8
  Quantity of I/O buffers inserted on ports ........................ around 320

[Power and ir drop]
  Leak ........................ roughly 0.0039 uW
  Power density over the cells ........................ about 280 nW/um^2
  IR Drop Worst-Case VDD ........................ 0.1967 mV

----------------------------------------------------
## area by class of cell
cell class                 count  area share
timing repair buffer         328      0.3428
multi-input combinational    321      0.2315
sequential                   160      0.3353
tap                          234     0.03065
clock inverter                14     0.01375
clock buffer                  18     0.04598
## worst max path at each step
| stage | start | endpoint | slack, ps | depth (start not counted) |
|---|---|---|---|---|
| final | WE | extReg[7] | 2960 | 4 |
| after CTS | WE | extReg[7] | 2960 | 4 |
| after global routing | WE | rs_data_Reg[27] | 2800 | 4 |
## state kept, by name, indices dropped and copies added, names as in the netlist
signal,count
rt_data_Reg,32
PCReg,32
extReg,32
rs_data_Reg,32
instrReg,32
## cell families (layout without fill, tap and decap cells)
kind of cell / after synthesis / in the layout / synth area share
simple gates: 161 / 161 / 0.1066
mux: 160 / 160 / 0.2814
flops: 160 / 160 / 0.5629
buf+inv: 36 / 360 / 0.04903
## cell usage after synthesis
| master | number | share of area |
|---|---|---|
| sky130_fd_sc_hd__mux2i_1 | 160 | 0.28 |
| sky130_fd_sc_hd__nor2_1 | 160 | 0.11 |
| sky130_fd_sc_hd__buf_2 | 7 | 0.0062 |
| sky130_fd_sc_hd__or2_1 | 1 | 0.0011 |
| sky130_fd_sc_hd__buf_4 | 10 | 0.013 |
| sky130_fd_sc_hd__dfxtp_1 | 160 | 0.56 |
| sky130_fd_sc_hd__buf_6 | 13 | 0.026 |
| sky130_fd_sc_hd__clkbuf_1 | 6 | 0.0040 |
## per-layer routing
layer  wire length, um  part of all wire  vias to the layer above
met5                 0                 0                        -
met4               277             0.018                        0
met3              1730              0.11                       14
met2              6824              0.44                      212
met1              6625              0.43                     2054
li1                  -                 -                     2328
## power by group
group          total, uW  switching (uW)  leakage, uW  internal [uW]
Combinational        322             101      0.00236            221
Sequential          1220            18.7      0.00130           1200
Clock               1140             494     0.000275            642
## stage by stage
stage	utilization	instance area [um^2]	std cells	total power (uW)	setup slack, ps
floorplan	-	5690	517	1362	3617
global placement	0.4817	8981	1043	1563	2570
detailed placement	0.4817	8981	1043	1565	2514
CTS	0.5123	9552	1075	2715	2961
global route	0.5123	9552	1075	2795	2796
finish	0.5123	9552	1075	2674	2956
## critical path, stage by stage
cell                       delay (ps)
sky130_fd_sc_hd__clkbuf_8         570
sky130_fd_sc_hd__buf_4            760
sky130_fd_sc_hd__mux2i_1          290
sky130_fd_sc_hd__nor2_1            50
No activity file was given, so power comes from the tool's default toggle rates.
