==> design.v <==
module D_GRF (
    input [31:0] PC,
    input [4:0] A1,
    input [4:0] A2,
    input [4:0] A3,  
    input [31:0] WD,
    input clk,
    input reset,
    output [31:0] RD1,
    output [31:0] RD2
);
reg [31:0] register [0:31];
integer i;
initial begin
    for (i = 0 ;i < 32 ; i = i + 1) begin
        register[i] = 32'b0;
    end
end
always @(posedge clk) begin
    if (reset) begin
        for (i = 0 ; i < 32 ; i = i + 1) begin
            register[i] <= 32'b0;
        end
    end
    else begin
        if (A3 != 0) begin
            register[A3] <= WD;
        end
    end
end
assign RD1 = (A1 == 0) ? 32'b0 : (A1 == A3) ? WD : register[A1];
assign RD2 = (A2 == 0) ? 32'b0 : (A2 == A3) ? WD : register[A2];
endmodule
==> run.sh <==
#!/bin/bash
# OpenROAD 26Q1-2900-gdf79404cd8, Yosys 0.63+post, stock flow scripts
make -C /OpenROAD-flow-scripts/flow DESIGN_CONFIG=/design/flow/config.mk WORK_HOME=/design/flow/orfs finish
==> config.mk <==
export PLATFORM = sky130hd
export DESIGN_NAME = D_GRF
export DESIGN_NICKNAME = D_GRF
export VERILOG_FILES = /design/flow/design.v
export SDC_FILE = /design/flow/constraint.sdc
export NUM_CORES = 4
export LEC_CHECK = 1
export CORE_UTILIZATION = 30
==> constraint.sdc <==
current_design D_GRF

set clk_period 15.5
set clk_io_pct 0.2

create_clock -name clk0 -period $clk_period [get_ports {clk}]

set non_clock_inputs [all_inputs -no_clocks]
set_input_delay [expr $clk_period * $clk_io_pct] -clock clk0 $non_clock_inputs
set_output_delay [expr $clk_period * $clk_io_pct] -clock clk0 [all_outputs]
==> reports/summary.txt <==
Post-CTS Hold Buffers -> 0
crit path time final -> 10.73 ns
cells after synthesis -> 3729
largest net degree at the start of global routing -> 82
Largest Register -> register
Synth warnings -> 1
Hold WS -> 2.97 ns
chip width -> 431 um
Largest cells by area -> edfxtp_1 (56%), mux4_2 (18%), and2_1 (11%)
first-pass GRT wire length -> 286000 um
CTS H-tree depth -> 3
Syn Area/Cell -> 14.8 sq um
ys flops -> 1024
worst slew pin tran -> 1.01 ns
Final Non-Filler Cells -> 6321
IO Port Bufs -> 112
ANT nets after route -> 0
clock-pin slew on the worst setup and hold paths -> 0.06 ns
register share after synthesis -> 55.7%
Crit path largest cell delay -> 0.69 ns
first drt pass iteration count -> 5
Final Core Density -> 34.3%
pwr dens -> 108 nW/um^2
final setup vio count -> 0
Slew Limit Headroom -> 32.7%
Unique cell types -> 41
top cells by count, synth -> edfxtp_1 (1024), and2_1 (997), mux4_2 (431), clkbuf_1 (250), mux2i_1 (249)
CP arrival -> 7.63 ns
crit path max fanout -> 64
Primary FF master, synth -> edfxtp_1
required time of the critical path -> 12.40 ns
Critical Path Source Type -> input pin
CP cell instances -> buf_8 > buf_12 > buf_4 > buf_4 > or3_1 > nand2_1 > buf_4 > a211oi_1 > a22o_1 > clkdlybuf4s50_1
gpl congestion -> 0.908
worst hold stages -> 1
Initial Util -> 30.2%
CTS buffer count -> 107
max FFs per register -> 1024
mapped cell area -> 55200 sq um
Power, Total -> 0.00679 W
worst vdd ir -> 91.3 uV
CTS max path bufs -> 3
Vias/cell -> 5.48
RSZ-0062 raised after global routing -> false
critical path class -> in -> out
cell type with the largest total area -> edfxtp_1
Slew Limit Fails -> 0
initial antenna violation count -> 17
postcts setup bufs -> 0
area growth from synthesis to layout -> 13.9%
post-synthesis chip area from yosys -> 55200 sq um
Final Hold Vio Count -> 0
core box area -> 183000 sq um
OpenROAD warnings -> 58
clock root buffer -> clkbuf_16
vias in the first global route -> 37200
Hold WC Path Type -> in -> reg
drt drc -> 0
Clock Sinks -> 1024
most frequent cell after synthesis -> edfxtp_1
setup TNS -> 0 ns
Post-CTS Resized -> 0
Total GRT Usage -> 23.7%
Most Frequent Cell on Critical Path -> buf_4
full die area -> 186000 sq um
CTS tree -> yes
DPL Wire Length -> 117000 um
final WL -> 207000 um
vias -> 34600
io pins -> 145
status -> finished clean
DRT iter0 DRCs -> 2515
layout cell share with drive strength beyond 1 -> 23.1%
Async S/R FF share, synth -> 0%
yosys cell count -> 3729
slowest CP cell -> buf_4
top area contributor share -> 55.7%
Leakage -> 21.5 nW
largest registers -> register: 1024 flops
number of enable flip-flop cells -> 1024
chip height -> 431 um
gr ovfl total -> 0
cycle use final -> 69.2%
num rows -> 157
max_cap viols -> 0
Max Clk Rate -> 93.2 MHz
post-placement cell count -> 6110
WL/cell -> 32.7 um
crit end category -> output pin
## layout make-up
cell class	count	area, sq um
antenna	19	47.5
clock buffer	129	2850
clock inverter	63	579
fill	17200	120000
inverter	2	7.51
multi-input combinational	2332	23000
sequential	1024	30700
tap	2464	3080
timing repair buffer	288	2480
## where the power goes
group	switching, W	internal [W]	total (W)
clock	0.00111	0.00148	0.00259
sequential	0.0000724	0.00321	0.00328
combinational	0.000527	0.000385	0.000912
## cells by family (layout without fill, tap and decap cells)
kind of cell	count (synthesis)	in the layout	synth area share [%]
simple gates	1212	1212	13.1
flops	1024	1024	55.7
mux	722	722	23.0
buf+inv	404	482	3.33
compound gates	357	357	4.68
xor+xnor	9	9	0.143
other cells	1	51	0.00680
## placed cells by master (no fill, tap or decap), types with 3 or more instances in the layout
master           instances
clkbuf_16              111
nand2_1                 70
conb_1                  32
nor2_4                  33
buf_8                    4
o221ai_1                34
nand3b_1                 5
diode_2                 19
clkinvlp_4               5
nor3_1                  11
a32o_1                  14
nor2b_4                  4
a21oi_1                 48
nand3_1                  3
o22ai_1                 49
buf_4                  177
clkbuf_1                18
xor2_1                   9
or2_2                   32
a22oi_1                 39
nor2b_1                  7
mux2i_1                249
edfxtp_1              1024
mux4_2                 431
a221oi_1                32
clkinv_1                22
mux2_2                  42
and2_1                 997
a31oi_1                 11
o21ai_0                 29
nand2b_1                 8
o211ai_1                 9
clkinv_2                24
or3_1                    3
nor2_1                  26
a211oi_1                47
clkdlybuf4s50_1        103
bufinv_16               11
a22o_1                  40
## path summary, 6_finish.rpt
kind	from	end	slack, ns
setup / recovery	A2[0]	RD2[13]	4.77
hold / removal	reset	register[0][16]$_SDFFCE_PN0P_	2.97
## routing by layer
layer	track usage [%]	share of wire (%)
met2	34.1	44
met5	1.64	0.14
met4	10.0	5.6
met3	20.3	19
met1	24.3	31
## worst max-delay path: cells and delay by family
family | cells | cell delay, ns
AOI/OAI and AO/OA | 2 | 0.84
buffers and inverters | 6 | 3.07
and+or+nand+nor | 2 | 0.46
## stage by stage
step                worst slack (ns)  cell area [sq um]
floorplan                       7.69              55300
global placement                4.69              59300
detailed placement              4.68              59300
CTS                             4.67              62800
global route                    4.51              62800
finish                          4.77              62800
No activity file was given, so power comes from the tool's default toggle rates.
